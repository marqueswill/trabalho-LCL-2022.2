==> ./config.mk <==
export PLATFORM = sky130hd
export DESIGN_NAME = separador
export DESIGN_NICKNAME = separador
export VERILOG_FILES = /design/flow/design.v
export SDC_FILE = /design/flow/constraint.sdc
export NUM_CORES = 4
export LEC_CHECK = 1
export CORE_AREA = 10 10 70 70
export DIE_AREA = 0 0 80 80
==> ./constraint.sdc <==
current_design separador

set clk_period 6.0
set clk_io_pct 0.2

create_clock -name clk0 -period $clk_period

set non_clock_inputs [all_inputs -no_clocks]
set_input_delay [expr $clk_period * $clk_io_pct] -clock clk0 $non_clock_inputs
set_output_delay [expr $clk_period * $clk_io_pct] -clock clk0 [all_outputs]
==> ./design.v <==
module separador(
input  logic [7:0] valor,
output logic [3:0] decimal,
output logic [3:0] unidade);
wire 	     sinal;
wire [7:0] complemento;
assign sinal = valor[7];
always @(*)
	case (sinal) 
		0 : complemento = valor;
		1 : complemento = (~valor)+1;
	endcase
assign unidade = complemento%10;
assign decimal = (complemento-unidade)/10;
endmodule
==> ./run.sh <==
#!/bin/bash
# OpenROAD 26Q1-2900-gdf79404cd8, Yosys 0.63+post, stock flow scripts
make -C /OpenROAD-flow-scripts/flow DESIGN_CONFIG=/design/flow/config.mk WORK_HOME=/design/flow/orfs finish
==> flow_summary.json <==
{
  "startpoint": "valor[4]",
  "min_from": "valor[0]",
  "critPathMaxFanout": 16,
  "finalClockPeriodUsage_pct": 123,
  "worstMarginPinSlew_ns": 0.506,
  "hold_class": "input pin to primary output",
  "routed_via_density": 6.24,
  "regArea_um2": 0,
  "grt_pass1_wl_um": 10300,
  "drc": 0,
  "fin_tns_setup_ns": -5.46,
  "setup_viol": 5,
  "rsz0062_at_grt": "yes",
  "grt_usage_pct": 18.9,
  "drive_above_1_share_pct": 64.9,
  "ant_nets": 0,
  "antenna_found_initial": 1,
  "warnings": 36,
  "finalCriticalPeriod_ns": 7.38,
  "synth_top_cell_by_count": "a21oi_1",
  "synth-seq-area-share_pct": 0,
  "synthTopCellsByCount": "20 x a21oi_1, 19 x nor2_1, 14 x o21ai_0",
  "netlist_area_um2": 1420,
  "violations": "negative setup slack",
  "hold_viol": 0,
  "cpMostUsedCell": "buf_4",
  "leakagePower_uw": 0.00128,
  "max-vdd-ir-drop_mv": 0.215,
  "ios": 16,
  "flops": 0,
  "ys_warn_count": 3,
  "drt_first_pass_iters": 4,
  "synthCells": 213,
  "fin_cells": 390,
  "power_density_nw_per_um2": 347,
  "dp_hpwl_um": 3790,
  "cp_slowest_cell": "o311ai_0",
  "postPlaceCellArea_um2": 2310,
  "initCoreUtil_pct": 41.6,
  "crit_type": "input pin to primary output",
  "area_growth_pct": 116,
  "yosys-stat-cells": 213,
  "core-area_um2": 3420,
  "die_h_um": 80,
  "wire_per_inst_um": 20.8,
  "slew_viol_final": 0,
  "grt_remaining_overflow": 0,
  "cp.required_ns": 4.80,
  "final_cell_area_um2": 3070,
  "drv_cap": 0,
  "yosysTopAreaCell": "a21oi_1",
  "top_cells_by_area": "a21oi_1 7.0%, ha_1 6.2%, nor2_1 5.0%, o21ai_0 4.9%, xnor2_1 4.3%",
  "wl_um": 8110,
  "avgSynthCellArea_um2": 6.68,
  "utilization_pct": 89.9,
  "dr.first_iter.drc_count": 164,
  "num_vias": 2435,
  "dp_cells": 339,
  "grt_pass1_vias": 2137,
  "yosysTopAreaCellShare_pct": 7.04,
  "grt_start_max_net_pins": 17,
  "worstPathArrival_ns": 6.18,
  "ys_types": 69,
  "cp-end-kind": "primary output",
  "portBuffers": 16,
  "slew_headroom_pct": 66.0,
  "cp_slowest_stage_delay_ns": 0.35,
  "status": "complete, but fails checks",
  "place.gp.congestion": 0.973,
  "rows": 21,
  "clock_buffers": 0,
  "die-area_um2": 6400,
  "start_kind": "input pin",
  "fmax_mhz": 135,
  "final.setup.worst_slack_ns": -1.38,
  "dieWidth_um": 80,
  "p_total_uw": 1070,
  "yosys_area_um2": 1420,
  "holdBufCountCts": 0
}
## cell usage in the layout, fill, tap and decap left out, types with 4 or more instances in the layout
cell type / n
buf_4: 109
buf_6: 20
nor2_1: 14
a21oi_1: 14
nand2_1: 10
o21ai_0: 7
xnor2_1: 6
ha_4: 6
o21ai_2: 5
a21oi_2: 5
o21a_1: 5
a31oi_1: 5
buf_2: 5
inv_2: 4
nor2_4: 4
nor2b_1: 4
a31o_2: 4
nand2b_1: 4
o211ai_1: 4
a211oi_1: 4
clkdlybuf4s50_1: 4
## path summary, 6_finish.rpt
kind | to | slack, ns | depth (start not counted)
max | decimal[0] | -1.38 | 30
min | unidade[0] | 3.11 | 3
## metal layers
metal / vias to the layer above / GRT usage (%) / wire length, um
met5: - / 0 / 0
met2: 138 / 30.7 / 3590
met4: 0 / 1.76 / 235
li1: 1096 / - / -
met3: 18 / 1.48 / 709
met1: 1183 / 27.2 / 3570
## area by class of cell
| cell class | instances | area (um2) |
|---|---|---|
| multi-input cells | 193 | 1840 |
| inverters | 8 | 37.5 |
| fillers | 124 | 344 |
| diodes | 2 | 5.00 |
| well taps | 46 | 57.6 |
| repair buffers | 141 | 1130 |
## power breakdown
| part | switching (uW) | leakage [uW] | internal, uW |
|---|---|---|---|
| clock | 0 | 0.0000000127 | 0.0000447 |
| combinational | 478 | 0.00128 | 588 |
| sequential | 0 | 0 | 0 |
| total | 478 | 0.00128 | 588 |
## per-stage QoR
| stage | setup WS, ns | hold WS (ns) |
|---|---|---|
| after global placement | -1.81 | 3.37 |
| final | -1.38 | 3.11 |
| after detailed placement | -1.97 | 3.38 |
| after CTS | -1.03 | 3.07 |
| after global routing | -1.61 | 3.12 |
| after floorplan | -0.856 | 2.47 |
## worst max-delay path: cells and delay by family
family	cells	cell delay, ns
fa+ha+maj	2	0.45
simple gates	7	1.11
compound gates	10	1.91
mux	1	0.15
buf+inv	10	1.34
## what timing repair did
action / CTS / global route
buffers inserted: 36 / 13
resized: 90 / 45
pin swaps: 32 / 14
setup endpoints to repair: 4 / 5
cloned: 0 / 0
## cells by family (layout without fill, tap and decap cells)
logic type,count (synthesis),in the layout,share of synthesized area [%]
XOR/XNOR,10,10,6.16
multiplexers,2,2,1.67
buffers and inverters,20,149,6.86
other,0,2,0
AND-OR/OR-AND,96,96,48.3
AND/OR/NAND/NOR,77,77,30.2
adder cells (fa/ha/maj),8,8,6.86
Power is estimated from default activity; no workload was simulated.
