### /design/flow/run.sh
#!/bin/bash
# OpenROAD 26Q1-2900-gdf79404cd8, Yosys 0.63+post, stock flow scripts
make -C /OpenROAD-flow-scripts/flow DESIGN_CONFIG=/design/flow/config.mk WORK_HOME=/design/flow/orfs finish
### /design/flow/config.mk
export PLATFORM = sky130hd
export DESIGN_NAME = ROM
export DESIGN_NICKNAME = ROM
export VERILOG_FILES = /design/flow/design.v
export SDC_FILE = /design/flow/constraint.sdc
export NUM_CORES = 4
export LEC_CHECK = 1
export CORE_AREA = 10 10 78 78
export DIE_AREA = 0 0 88 88
### /design/flow/constraint.sdc
current_design ROM

set clk_period 2.5
set clk_io_pct 0.2

create_clock -name clk0 -period $clk_period

set non_clock_inputs [all_inputs -no_clocks]
set_input_delay [expr $clk_period * $clk_io_pct] -clock clk0 $non_clock_inputs
set_output_delay [expr $clk_period * $clk_io_pct] -clock clk0 [all_outputs]
### /design/flow/design.v
module ROM(
input  logic [1:0] crnt,
input  logic [3:0] tecla,
input  logic 		 ready,
input  logic 		 reset,
output logic [1:0] next,
output reg [3:0] N1,
output reg [3:0] OP,
output reg [3:0] N2,
output logic 		 E);
wire [5:0] In; 
assign In={ready,tecla};
initial 
	begin
		N1   <= 0; 
		OP   <= 0;
		N2   <= 0;
		E    <= 0;
		next <= 0;
	end
always @(*)
	begin
		if (~reset)
			begin
				N1   <= 0; 
				OP   <= 0;
				N2   <= 0;
				E    <= 0;
				next <= 0;
			end
		else
			begin 
				case (crnt)
					2'b 00: begin  
						casex (In)
							5'b 0_xxxx : begin next = 2'b 00; N2 <= 0; E<= 0; end
							5'b 1_0000 : begin next = 2'b 01; N1<= 4'd 0; end  
							5'b 1_0001 : begin next = 2'b 01; N1<= 4'd 1; end  
							5'b 1_0010 : begin next = 2'b 01; N1<= 4'd 2; end  
							5'b 1_0011 : begin next = 2'b 01; N1<= 4'd 3; end  
							5'b 1_0100 : begin next = 2'b 01; N1<= 4'd 4; end  
							5'b 1_0101 : begin next = 2'b 01; N1<= 4'd 5; end  
							5'b 1_0110 : begin next = 2'b 01; N1<= 4'd 6; end  
							5'b 1_0111 : begin next = 2'b 01; N1<= 4'd 7; end  
							5'b 1_1000 : begin next = 2'b 01; N1<= 4'd 8; end  
							5'b 1_1001 : begin next = 2'b 01; N1<= 4'd 9; end  
							5'b 1_1010 : begin next = 2'b 00; end
							5'b 1_1011 : begin next = 2'b 00; end
							5'b 1_1100 : begin next = 2'b 00; end
							5'b 1_1101 : begin next = 2'b 00; end
							5'b 1_1110 : begin next = 2'b 00; end
							5'b 1_1111 : begin next = 2'b 00; end
						endcase
						end
					2'b 01: begin  
						casex (In)
							5'b 0_xxxx : begin next = 2'b 01; end
							5'b 1_0000 : begin next = 2'b 01; end
							5'b 1_0001 : begin next = 2'b 01; end
							5'b 1_0010 : begin next = 2'b 01; end
							5'b 1_0011 : begin next = 2'b 01; end
							5'b 1_0100 : begin next = 2'b 01; end
							5'b 1_0101 : begin next = 2'b 01; end
							5'b 1_0110 : begin next = 2'b 01; end
							5'b 1_0111 : begin next = 2'b 01; end
							5'b 1_1000 : begin next = 2'b 01; end
							5'b 1_1001 : begin next = 2'b 01; end
							5'b 1_1010 : begin next = 2'b 10; OP <= 4'd10; end  
							5'b 1_1011 : begin next = 2'b 10; OP <= 4'd11; end  
							5'b 1_1100 : begin next = 2'b 10; OP <= 4'd12; end  
							5'b 1_1101 : begin next = 2'b 01; end
							5'b 1_1110 : begin next = 2'b 01; end
							5'b 1_1111 : begin next = 2'b 01; end
						endcase
						end
					2'b 10: begin  
						casex (In)
							5'b 0_xxxx : begin next = 2'b 10; end
							5'b 1_0000 : begin next = 2'b 11; N2 <= 4'd 0; end  
							5'b 1_0001 : begin next = 2'b 11; N2 <= 4'd 1; end  
							5'b 1_0010 : begin next = 2'b 11; N2 <= 4'd 2; end  
							5'b 1_0011 : begin next = 2'b 11; N2 <= 4'd 3; end  
							5'b 1_0100 : begin next = 2'b 11; N2 <= 4'd 4; end  
							5'b 1_0101 : begin next = 2'b 11; N2 <= 4'd 5; end  
							5'b 1_0110 : begin next = 2'b 11; N2 <= 4'd 6; end  
							5'b 1_0111 : begin next = 2'b 11; N2 <= 4'd 7; end  
							5'b 1_1000 : begin next = 2'b 11; N2 <= 4'd 8; end  
							5'b 1_1001 : begin next = 2'b 11; N2 <= 4'd 9; end  
							5'b 1_1010 : begin next = 2'b 10; end
							5'b 1_1011 : begin next = 2'b 10; end
							5'b 1_1100 : begin next = 2'b 10; end
							5'b 1_1101 : begin next = 2'b 10; end
							5'b 1_1110 : begin next = 2'b 10; end
							5'b 1_1111 : begin next = 2'b 10; end
						endcase
						end
					2'b 11: begin  
						casex (In)
							5'b 0_xxxx : begin next = 2'b 11;  end
							5'b 1_0000 : begin next = 2'b 11;  end
							5'b 1_0001 : begin next = 2'b 11;  end
							5'b 1_0010 : begin next = 2'b 11;  end
							5'b 1_0011 : begin next = 2'b 11;  end
							5'b 1_0100 : begin next = 2'b 11;  end
							5'b 1_0101 : begin next = 2'b 11;  end
							5'b 1_0110 : begin next = 2'b 11;  end
							5'b 1_0111 : begin next = 2'b 11;  end
							5'b 1_1000 : begin next = 2'b 11;  end
							5'b 1_1001 : begin next = 2'b 11;  end
							5'b 1_1010 : begin next = 2'b 11;  end
							5'b 1_1011 : begin next = 2'b 11;  end
							5'b 1_1100 : begin next = 2'b 11;  end
							5'b 1_1101 : begin next = 2'b 00; E<= 1; end  
							5'b 1_1110 : begin next = 2'b 11; end
							5'b 1_1111 : begin next = 2'b 11; end				
						endcase
						end
				endcase
			end
	end
endmodule
==> flow_summary_export.csv <==
group,metric,value,unit
worst_setup_path,crit_path_end_kind,"primary output",
routing,route.antenna.diode_count,0,
clocking,post_cts.repair.setup_buffers,0,
job,max_cap_violations,0,
sta,clock.fmax,415.7,MHz
power,total_leakage_power,0.3668,nW
worst_setup_path,crit_required,2.00,ns
floorplan,fp_util,12.56,%
floorplan,core_area,0.004414,mm²
final_layout,final_core_util,20.69,%
yosys,yosys_area,554.3,µm²
yosys,ys.flops,15,
routing,routedWlPerCell,11.04,µm
worst_setup_path,path_max_fanout,5,
placement,globalplace.congestion,0.8079,
yosys,largest_area_cell,"dlxtn_1",
power,finalPower,0.09558,mW
sta,setup_ws,0.09438,ns
sta,finalHoldViolCount,0,
yosys,yosysWarningCount,1,
sta,untimed_endpoints,28,
routing,wirelength,1.556,mm
floorplan,die_area,0.007744,mm²
routing,drt_iter0_markers,14,
sta,finalMaxSlewViolations,0,
final_layout,design_area,913.4,µm²
run_status,status,"complete, no violations",
yosys,avgSynthCellArea,8.398,µm²
sta,unclocked_pins,15,
yosys,syn_inst,66,
placement,place_ws,-0.7281,ns
job,warnings,36,
sta,layout_min_cycle_time,2.406,ns
worst_setup_path,critical_path_class,"input port to primary output",
yosys,yosysTopAreaCellShare,40.63,%
yosys,ys_types,27,
worst_setup_path,arrival,1.91,ns
placement,place_inst,141,
routing,antenna_left,0,
yosys,flop_cell,"dlxtn_1",
global_route,grt_max_degree,12,
floorplan,die_w,88,µm
routing,drc,0,
placement,place_area,848.3,µm²
sta,timing.setup.tns,0,ns
floorplan,rows,24,
sta,rsz0062_at_grt,"no",
yosys,topCellsByArea,"dlxtn_1, ha_1, a21oi_1, inv_1, nor3_1",
yosys,ys_cells,66,
global_route,grt_overflow_total,0,
floorplan,pin_count,23,
routing,drt_pass1_iterations,4,
routing,num_vias,527,
routing,via_per_inst,3.738,
placement,io_buffers,23,
final_layout,fin_cells,141,
global_route,track_usage,3.955,%
yosys,ys_async_sr_fraction,0,%
worst_setup_path,endpoint,"next[1]",
yosys,synth_top_cell_by_count,"dlxtn_1",
sta,setup_viol,0,
final_layout,num-fill-cells,477,
global_route,antenna_found_initial,0,
placement,dpl.hpwl,1.327,mm
final_layout,areaGrowthSynthToFinish,64.79,%
yosys,edf_count,0,
floorplan,die_h,88,µm
global_route,grt_pass1_vias,544,
power,p_per_area,104.6,mW/mm²
global_route,grt_pass1_wl,2.559,mm
final_layout,final_layout_size_suffix_gt1_share,23.60,%
yosys,synth_area,554.3,µm²
yosys,netlist_top_cells_count,"dlxtn_1, inv_1, a21oi_1, ha_1",
worst_setup_path,worst_setup_path_start_kind,"input port",
power,ir_drop,0.04589,mV
worst_setup_path,crit_start,"tecla[0]",
sta,fin_crit_sh,96.22,%
## critical path, stage by stage
cell,delay (ns)
buf_6,0.11
or3b_4,0.39
a21o_1,0.18
a311oi_2,0.28
dlxtn_1,0.36
clkbuf_2,0.08
## flip-flops by register name (all words and copies together) (netlist names)
name  count
N1        4
E         1
next      2
N2        4
OP        4
## cell families (layout without fill, tap and decap cells)
group | count (synthesis) | after routing | share of synthesized area [%]
AOI/OAI and AO/OA | 14 | 14 | 17.60
latches | 15 | 15 | 40.63
adders and majority gates | 5 | 5 | 11.29
and+or+nand+nor | 24 | 24 | 24.83
buffers and inverters | 7 | 29 | 4.965
other | 1 | 2 | 0.6766
## layout by cell type (no fill, tap or decap), types with 3 or more instances in the layout
cell             instances
a21oi_1                  4
ha_4                     3
nand2_1                  4
inv_1                    4
clkdlybuf4s50_1         13
and2_1                   3
nor3_1                   4
dlxtn_1                 14
## routing by layer
metal | share of wire [%] | global-route usage, % | wire length (µm)
met5 | 0 | 0 | 0
met4 | 0 | 0 | 0
met3 | 9.0 | 0.7484 | 140
met2 | 45 | 6.614 | 695
met1 | 46 | 5.493 | 720
## layout make-up
class	instances	area [µm²]	area share, %
inverters	6	32.53	3.562
multi-input cells	45	360.3	39.45
flip-flops and latches	15	226.5	24.79
well taps	52	65.06	7.123
repair buffers	23	229.0	25.07
## timing repair
action | 4_1_cts | 5_1_grt
pin swaps | 6 | 7
endpoints found under the setup margin | 2 | 2
hold buffers | 0 | 0
gates resized | 60 | 6
## power breakdown
| part | switching, mW | leakage (nW) | internal (mW) |
|---|---|---|---|
| sequential | 0.00117 | 0.116 | 0.0168 |
| clock | 0 | 0 | 0 |
| combinational | 0.0399 | 0.251 | 0.0377 |
| total | 0.0411 | 0.367 | 0.0545 |
No activity file was given, so power comes from the tool's default toggle rates.
